==> ./design.v <==
module A2D_intf (
    input clk,               
    input rst_n,             
    input strt_cnv,          
    output reg cnv_cmplt,    
    input [2:0] chnnl,       
    output [11:0] res,       
    output SS_n,             
    output SCLK,             
    output MOSI,             
    input MISO               
);
    logic set_snd;                   
    logic set_cnv_cmplt;             
    logic done_SPI_mnrch;            
    logic [15:0] temp_res;
    assign res = temp_res[11:0];
    SPI_mnrch iSPI_mnrch (
        .clk(clk),                               
        .rst_n(rst_n),                           
        .SS_n(SS_n),                             
        .SCLK(SCLK),                             
        .MOSI(MOSI),                             
        .MISO(MISO),                             
        .snd(set_snd),                           
        .cmd({2'b00, chnnl[2:0], 11'h000}),      
        .done(done_SPI_mnrch),                   
        .resp(temp_res)                               
    );
    always_ff @ (posedge clk, negedge rst_n) begin
        if (!rst_n) 
            cnv_cmplt <= 1'b0;
        else begin
            if (set_cnv_cmplt) 
                cnv_cmplt <= 1'b1;
            else if (strt_cnv) 
                cnv_cmplt <= 1'b0;
        end
    end
    typedef enum logic[1:0] { IDLE, SEND_CHANNEL, WAIT_1_CLK, RECEIVE_RESULT } state_t;
    state_t state, next_state;
    always_ff @ (posedge clk, negedge rst_n) begin
        if (!rst_n)
            state <= IDLE;
        else 
            state <= next_state;
    end
    always_comb begin
        next_state = state;
        set_snd = 1'b0;
        set_cnv_cmplt = 1'b0;
        case (state) 
            IDLE : begin
                if (strt_cnv) begin
                    set_snd = 1'b1;
                    next_state = SEND_CHANNEL;
                end
            end
            SEND_CHANNEL: begin
                if (done_SPI_mnrch) 
                    next_state = WAIT_1_CLK;
            end
            WAIT_1_CLK: begin
                set_snd = 1'b1;
                next_state = RECEIVE_RESULT;
            end
            RECEIVE_RESULT: begin
                if (done_SPI_mnrch) begin
                    set_cnv_cmplt = 1'b1;
                    next_state = IDLE;
                end
            end
        endcase
    end
endmodule
module SPI_mnrch (
	input clk, 			 
	input rst_n, 		 
	output SS_n, 		 
	output SCLK, 		 
	output MOSI, 		 
	input MISO, 		 
	input snd, 			 
	input [15:0] cmd, 	 
	output done, 		 
	output [15:0] resp	 
	);
	logic ld_SCLK;					 
	logic full;						 
	logic shft;						 
	logic [4:0] SCLK_div_flop;		 
	always_ff @ (posedge clk, negedge rst_n) begin
		if (!rst_n) 
			SCLK_div_flop <= 5'b10111;		 
		else 
			SCLK_div_flop <= ld_SCLK ? 5'b10111 : SCLK_div_flop + 1;
	end
	assign SCLK = SCLK_div_flop[4];		 
	assign full = &SCLK_div_flop;		 
	assign shft = (SCLK_div_flop == 5'b10001) ? 1'b1 : 1'b0;	 
	logic [4:0] bit_cntr_flop;		 
	logic done16;					 
	logic init;						 
	always_ff @ (posedge clk, negedge rst_n) begin
		if (!rst_n) 
			bit_cntr_flop <= 5'b00000;
		else 
			bit_cntr_flop <= init ? 5'b00000 :
							(shft ? bit_cntr_flop + 1 : bit_cntr_flop);
	end
	assign done16 = (bit_cntr_flop == 5'b10000);
	logic [15:0] shft_reg_input;
	logic [15:0] shft_reg;
	always_ff @ (posedge clk, negedge rst_n) begin
		if (!rst_n) 
			shft_reg <= 16'h0000;
		else 
			shft_reg <= shft_reg_input;
	end
	always_comb begin
		case({init, shft})
			2'b00 	:	shft_reg_input = shft_reg;
			2'b01	:	shft_reg_input = {shft_reg[14:0], MISO};
			default	:	shft_reg_input = cmd;
		endcase
	end
	assign MOSI = shft_reg[15];
	assign resp = shft_reg;
	typedef enum logic [1:0] {IDLE, SHIFT, BACK_PORCH} state_t;
	state_t state, next_state;
	logic set_done;				 
	logic SS_n_flopped, done_flopped;	 
	always_ff @ (posedge clk, negedge rst_n) begin
		if (!rst_n)
			SS_n_flopped <= 1'b1;
		else 
			SS_n_flopped <= set_done & ~init;
	end
	assign SS_n = SS_n_flopped;
	always_ff @ (posedge clk, negedge rst_n) begin
		if (!rst_n)
			done_flopped <= 1'b0;
		else 
			done_flopped <= set_done & ~init;
	end
	assign done = done_flopped;
	always_ff @ (posedge clk, negedge rst_n) begin
		if (!rst_n)
			state <= IDLE;
		else 
			state <= next_state;
	end
	always_comb begin
		next_state = state;
		init = 1'b0;
		ld_SCLK = 1'b1;
		set_done = done_flopped;  
		case (state)
			IDLE : begin
				if (snd) begin
					init = 1'b1;
					ld_SCLK = 1'b0;
					next_state = SHIFT;
				end
			end
			SHIFT : begin
				ld_SCLK = 1'b0;
				if (done16)
					next_state = BACK_PORCH;
			end
			BACK_PORCH : begin
				ld_SCLK = 1'b0;	
				if (full) begin
					ld_SCLK = 1'b1;
					set_done = 1'b1;
					next_state = IDLE;
				end
			end
			default : next_state = IDLE;
		endcase
	end
endmodule
module slide_intf(
    input clk,                           
    input rst_n,                         
    output SS_n,                         
    output SCLK,                         
    output MOSI,                         
    input MISO,                          
    output reg [11:0] POT_LP,   
    output reg [11:0] POT_B1,   
    output reg [11:0] POT_B2,   
    output reg [11:0] POT_B3,   
    output reg [11:0] POT_HP,   
    output reg [11:0] VOLUME    
);
    logic set_strt_cnv;                  
    logic [2:0] chnnl_reg;               
    logic incr_chnnl;                    
    logic cnv_cmplt_A2D_intf;            
    logic [11:0] res_A2D_intf;           
    logic POT_LP_enable, POT_B1_enable,  
          POT_B2_enable, POT_B3_enable,  
          POT_HP_enable, VOLUME_enable;  
    A2D_intf iA2D_intf(
                        .clk(clk),       
                        .rst_n(rst_n),
                        .strt_cnv(set_strt_cnv),
                        .cnv_cmplt(cnv_cmplt_A2D_intf),
                        .chnnl(chnnl_reg),
                        .res(res_A2D_intf),
                        .SS_n(SS_n),
                        .SCLK(SCLK),
                        .MOSI(MOSI),
                        .MISO(MISO)
                    );
    always_ff @ (posedge clk, negedge rst_n) begin
        if (!rst_n)
            chnnl_reg <= 3'b000;
        else if (incr_chnnl) begin
            if (chnnl_reg == 3'b100)
                chnnl_reg <= 3'b111;
            else 
                chnnl_reg <= chnnl_reg + 1;
        end
    end
    always_ff @ (posedge clk, negedge rst_n) begin
        if (!rst_n) 
            POT_LP <= 12'h000;
        else if (POT_LP_enable)
            POT_LP <= res_A2D_intf;
    end 
    always_ff @ (posedge clk, negedge rst_n) begin
        if (!rst_n) 
            POT_B1 <= 12'h000;
        else if (POT_B1_enable)
            POT_B1 <= res_A2D_intf;
    end 
    always_ff @ (posedge clk, negedge rst_n) begin
        if (!rst_n) 
            POT_B2 <= 12'h000;
        else if (POT_B2_enable)
            POT_B2 <= res_A2D_intf;
    end 
    always_ff @ (posedge clk, negedge rst_n) begin
        if (!rst_n) 
            POT_B3 <= 12'h000;
        else if (POT_B3_enable)
            POT_B3 <= res_A2D_intf;
    end 
    always_ff @ (posedge clk, negedge rst_n) begin
        if (!rst_n) 
            POT_HP <= 12'h000;
        else if (POT_HP_enable)
            POT_HP <= res_A2D_intf;
    end 
    always_ff @ (posedge clk, negedge rst_n) begin
        if (!rst_n) 
            VOLUME <= 12'h000;
        else if (VOLUME_enable)
            VOLUME <= res_A2D_intf;
    end 
    typedef enum logic { START_CONV, WAIT_CMPLT } state_t;
    state_t state, next_state;
    always_ff @ (posedge clk, negedge rst_n) begin
        if (!rst_n)
            state <= START_CONV;
        else 
            state <= next_state;
    end
    always_comb begin
        next_state = state;
        set_strt_cnv = 1'b0;
        incr_chnnl = 1'b0;
        POT_LP_enable = 1'b0;
        POT_B1_enable = 1'b0;
        POT_B2_enable = 1'b0; 
        POT_B3_enable = 1'b0;
        POT_HP_enable = 1'b0; 
        VOLUME_enable = 1'b0;
        case (state) 
            START_CONV : begin
                set_strt_cnv = 1'b1;
                next_state = WAIT_CMPLT;
            end
            WAIT_CMPLT : begin
                if (cnv_cmplt_A2D_intf) begin
                    case (chnnl_reg) 
                        3'b000 : POT_B1_enable = 1'b1;
                        3'b001 : POT_LP_enable = 1'b1;
                        3'b010 : POT_B3_enable = 1'b1;
                        3'b011 : POT_HP_enable = 1'b1;
                        3'b100 : POT_B2_enable = 1'b1;
                        default : VOLUME_enable = 1'b1;
                    endcase
                    incr_chnnl = 1'b1;
                    next_state = START_CONV;
                end
            end
        endcase
    end
endmodule
==> ./run.sh <==
#!/bin/bash
# OpenROAD 26Q1-2900-gdf79404cd8, Yosys 0.63+post, stock flow scripts
make -C /OpenROAD-flow-scripts/flow DESIGN_CONFIG=/design/flow/config.mk WORK_HOME=/design/flow/orfs finish
==> ./config.mk <==
export PLATFORM = sky130hd
export DESIGN_NAME = slide_intf
export DESIGN_NICKNAME = slide_intf
export VERILOG_FILES = /design/flow/design.v
export SDC_FILE = /design/flow/constraint.sdc
export NUM_CORES = 4
export LEC_CHECK = 1
export CORE_UTILIZATION = 50
==> ./constraint.sdc <==
current_design slide_intf

set clk_period 3.8
set clk_io_pct 0.2

create_clock -name clk0 -period $clk_period [get_ports {clk}]

set non_clock_inputs [all_inputs -no_clocks]
set_input_delay [expr $clk_period * $clk_io_pct] -clock clk0 $non_clock_inputs
set_output_delay [expr $clk_period * $clk_io_pct] -clock clk0 [all_outputs]
==> design notes <==
The number of buffers inserted by port buffering is 77. Across all stage logs, warnings added up to 31. The post-route worst setup slack was 1.550 ns; the internal power contribution was 1500 uW. The most common logic cell in the final layout is sky130_fd_sc_hd__dfrtp_1. For the final antenna-violating net count, the log shows 0. The number of gates resized after CTS was 0. The synth_stat.txt file lists the number of cells as 328.

For the normalized max-slew margin, the log shows 41.79%. The run finished with clean final reports. The register with the most flip-flops in the layout has 16 of them. For the number of antenna violations at the first check in global routing, the log shows 0.

The critical path goes through ha_1 -> nand4bb_1 -> or3_1 -> a21oi_1. The leakage component of the power was reported as 0.002703 uW. Warnings reported by Yosys during synthesis add up to 3.

Summing all non-filler instances in the final layout gives an area of 5618 um2. For this run, the register share of the synthesized area comes to 61.23%. Looking at the critical path, the single cell with the biggest stage delay is sky130_fd_sc_hd__nand4bb_1.

The worst hold margin is 0.3828 ns. STA puts the critical path data required time at 4.08 ns. On the reported timing paths, the clock transition at the registers reads 0.11 ns. For the TritonCTS buffer count, the log shows 9. Per the GRT congestion report, total overflow comes to 0. The routed design has 8321 um of wire. The placement summary gives the final routability congestion estimate as 0.8066. Looking at the VDD voltage map, the peak drop is 0.2566 mV. CTS reports a maximum clock tree buffer depth of 2.

STA classifies the critical path endpoint as a flip-flop. Per the detail_route report, the via count comes to 2711. Setup repair after global routing left no endpoint under its margin. The largest net degree at the start of global routing is 47.

The clock drives 112 sinks. The relative contribution of combinational cells to total power was 1.3%. The number of fill cells is 671, and the global-route wire length before repair is 14360 um.

By startpoint and endpoint, the worst setup path is classified as reg2reg. Per the detail_route report, DRC violations left total 0. According to the floorplan report, the die width is 97.83 um.

After floorplanning, the core was sized to cover 8806 um2. In the Yosys stats the netlist draws on 35 distinct library cells. For this configuration, the core starts out at a cell density of 52.15%. Final setup violation count: 0. Hold violation count in the final report: 0. The transition time of the tightest slew-check pin was 0.8731 ns.

The floorplan step defined a die boundary enclosing 9571 um2. The synthesized design contains 112 register bits. In the log, the iteration count for the first detailed-route pass is 49. The nature of the critical path startpoint is a flip-flop. For the worst-skew pair, the clock arrives at the later sink with an insertion delay of 0.36 ns. The fraction of final layout cells sized beyond drive strength 1 came out at 25.37%. In the global route stage, overall resource usage came out at 19.96%.

Per the repair_timing log after CTS, setup buffers inserted total 0. The placed cell area was 5424 um2; the floorplan die height was 97.83 um. Area overhead of the layout relative to synthesis: 22.34%.

Counting pins that exceed their max-slew limit in the final report gives 0. After synthesis the cells add up to 4592 um2. Per the post-synthesis stats, the area per cell is 14.00 um2. The post-route minimum period came out at 2.250 ns. The area reported by Yosys stat is 4592 um2. The run gives 0 as the number of hold buffers added after CTS. The tools report the violation count after the first detailed-routing iteration as 111.

Based on the critical path, the design can be clocked at up to 444.5 MHz. With the placement-stage worst setup slack at 1.578 ns, the switching power is 407.8 uW. Looking at the clock tree report, the H-tree level count equals 3.

Number of global-route vias before repair: 2724. The buffer cell driving the clock tree root was sky130_fd_sc_hd__clkbuf_8. The critical path's largest stage delay was 0.67 ns.

Data on the critical path arrives at its endpoint at 2.53 ns. The top fanout value on the critical path was 21. Kind of cell adding the most delay to the critical path: simple AND/OR/NAND/NOR gates.

The tools report the standard-cell row count as 34. The run gives 0 for the reported max-cap violation count. Per the cell usage report, the commonest logic cells after layout are sky130_fd_sc_hd__dfrtp_1 (105), sky130_fd_sc_hd__clkdlybuf4s50_1 (76), sky130_fd_sc_hd__mux2_2 (50). Looking at the power breakdown, the clock network takes 36.2% of the total.

78 I/O pins were placed. The total negative slack was 0 ns. The average vias per placed instance is 5.234, and the average detailed-routed wire length per instance is 16.06 um. The power report attributes to the sequential group a share of 62.4%.

The switching power share of the total works out to 21.37%. Cell count after synthesis: 328. The worst hold path belongs to the class in2async. The clock arrives with 0.01569 ns of skew. After legalization and detailed placement, the total HPWL measured 5650 um.

The script computed a power per unit cell area of 339.7 nW/um2. For this run, the script counts the antenna cells in the layout as 0. The fraction of the cycle the final worst path needs came out at 59.20%.

The combined buffer and inverter count along the critical path came out at 0. TritonCTS built the clock tree.
==> synth_stat cells, drive strengths merged <==
cell     count  area (um2)
a21oi       19       95.09
and3         1       6.260
nor4bb       2       20.02
nand2       45       176.4
nor2b        1       6.260
mux2        73       897.1
buf         14       108.9
a2bb2oi      1       8.760
o31ai        1       7.510
o2111ai      1       26.28
a22o         1       8.760
and2         3       18.77
mux2i        6       60.06
dfrtp      105        2628
or3          4       25.02
nor3         1       5.000
o21a         1       7.510
inv         14       52.55
and3b        1       10.01
o21bai       1       7.510
dfstp        7       183.9
o311a        1       10.01
xnor2        2       17.52
a21o         1       7.510
ha          10       125.1
nand2b       1       6.260
o21ai        6       30.03
nand4bb      1       11.26
nand3        4       25.02
==> final timing paths <==
path | start | to | slack, ns | cells past startpoint
max in group asynchronous | rst_n | iA2D_intf.iSPI_mnrch.SCLK_div_flop[2]$_DFF_PN1_ | 2.53 | 2
hold / removal | rst_n | POT_HP[3]$_DFFE_PN0P_ | 0.38 | 1
min in group clk0 | iA2D_intf.state[0]$_DFF_PN1_ | iA2D_intf.state[0]$_DFF_PN1_ | 0.47 | 2
setup reg to reg | iA2D_intf.iSPI_mnrch.SCLK_div_flop[0]$_DFF_PN1_ | iA2D_intf.iSPI_mnrch.bit_cntr_flop[3]$_DFFE_PN0P_ | 1.55 | 4
setup / recovery | iA2D_intf.iSPI_mnrch.SCLK_div_flop[0]$_DFF_PN1_ | iA2D_intf.iSPI_mnrch.bit_cntr_flop[3]$_DFFE_PN0P_ | 1.55 | 4
hold reg to reg | iA2D_intf.state[0]$_DFF_PN1_ | iA2D_intf.state[0]$_DFF_PN1_ | 0.47 | 2
==> layer usage <==
layer	vias to the layer above	track usage, %	part of all wire, %	wire length [um]
li1	1284	-	-	-
met1	1364	34.85	50	4151
met2	56	29.25	45	3746
met3	7	3.924	4.2	346
met4	0	1.515	0.93	77
met5	-	0	0	0
==> metrics by stage <==
step	util (%)	power [uW]	std cells
floorplan	-	1215	328
global placement	61.59	1242	502
detailed placement	61.59	1242	502
CTS	63.80	1947	518
global route	63.80	1991	518
finish	63.80	1908	518
==> worst reg2reg max path, stage by stage (launching register included) <==
cell	delay (ns)
sky130_fd_sc_hd__dfstp_2	0.58
sky130_fd_sc_hd__ha_1	0.18
sky130_fd_sc_hd__nand4bb_1	0.67
sky130_fd_sc_hd__or3_1	0.60
sky130_fd_sc_hd__a21oi_1	0.15
==> cells by family (layout without fill, tap and decap cells) <==
kind of cell	count (synthesis)	after routing	synth area share, %
AND-OR/OR-AND	33	33	4.551
adder cells (fa/ha/maj)	10	10	2.725
XOR/XNOR	2	2	0.3815
multiplexers	79	79	20.84
flip-flops	112	112	61.23
AND/OR/NAND/NOR	64	64	6.758
buffers and inverters	28	110	3.515
==> final cells by class <==
| class | count | area [um2] | share of cell area (%) |
|---|---|---|---|
| inverters | 14 | 52.55 | 0.9354 |
| flip-flops and latches | 112 | 2811 | 50.04 |
| multi-input cells | 188 | 1634 | 29.09 |
| repair buffers | 80 | 790.8 | 14.08 |
| clock inverters | 7 | 70.07 | 1.247 |
| well taps | 108 | 135.1 | 2.405 |
| clock buffers | 9 | 123.9 | 2.205 |
==> power groups by stage <==
| stage | combinational (uW) | clock (uW) | sequential [uW] |
|---|---|---|---|
| after global routing | 31.1 | 768 | 1190 |
| after CTS | 27.5 | 728 | 1190 |
| final | 25.4 | 692 | 1190 |
Power and IR drop assume default switching activity.
