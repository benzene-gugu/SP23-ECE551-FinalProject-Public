===== ./config.mk =====
export PLATFORM = sky130hd
export DESIGN_NAME = spkr_drv
export DESIGN_NICKNAME = spkr_drv
export VERILOG_FILES = /design/flow/design.v
export SDC_FILE = /design/flow/constraint.sdc
export NUM_CORES = 4
export LEC_CHECK = 1
export CORE_UTILIZATION = 40

===== ./constraint.sdc =====
current_design spkr_drv

set clk_period 10.3
set clk_io_pct 0.2

create_clock -name clk0 -period $clk_period [get_ports {clk}]

set non_clock_inputs [all_inputs -no_clocks]
set_input_delay [expr $clk_period * $clk_io_pct] -clock clk0 $non_clock_inputs
set_output_delay [expr $clk_period * $clk_io_pct] -clock clk0 [all_outputs]

===== ./design.v =====
module PDM (clk, rst_n, duty, PDM, PDM_n);
  input clk, rst_n;
  input [15:0] duty;
  output reg PDM, PDM_n;
  logic [15:0] subtract, add, subtract_B;
  logic A_compare_B;
  logic [15:0] duty_q, add_q; 
  always_ff @(posedge clk, negedge rst_n) begin
    if (!rst_n)
      duty_q <= 0;
    else
      duty_q <= duty;
  end
  always_ff @(posedge clk, negedge rst_n) begin
    if (!rst_n)
      add_q <= 0;
    else
      add_q <= add;
  end
  always_ff @(posedge clk, negedge rst_n) begin
    if (!rst_n) begin
      PDM <= 1'b0;
      PDM_n <= 1'b1;
    end
    else begin
      PDM <= A_compare_B;
      PDM_n <= ~A_compare_B;
    end
  end
  assign subtract_B = (A_compare_B) ? 16'hffff : 16'h0000;
  assign subtract = subtract_B - duty_q;
  assign add = add_q + subtract;
  assign A_compare_B = (duty_q > add_q || duty_q == add_q) ? 1'b1 : 1'b0;
endmodule
module spkr_drv(clk,rst_n,vld,lft_chnnl,rght_chnnl,lft_PDM,
                rght_PDM,lft_PDM_n,rght_PDM_n);
  input clk, rst_n;
  input vld;			 
  input signed [15:0] lft_chnnl;
  input signed [15:0] rght_chnnl;
  output lft_PDM;
  output rght_PDM;
  output lft_PDM_n;
  output rght_PDM_n;
  reg signed [15:0] lft_reg, rght_reg;
  always_ff @(posedge clk, negedge rst_n)
    if (!rst_n) begin
	  lft_reg <= 16'h0000;
	  rght_reg <= 16'h0000;
	end else if (vld) begin
	  lft_reg <= lft_chnnl ^ 16'h8000;		 
	  rght_reg <= rght_chnnl ^ 16'h8000;	 
	end
  PDM iLft(.clk(clk),.rst_n(rst_n),.duty(lft_reg),.PDM(lft_PDM),.PDM_n(lft_PDM_n));
  PDM iRght(.clk(clk),.rst_n(rst_n),.duty(rght_reg),.PDM(rght_PDM),.PDM_n(rght_PDM_n));
endmodule

===== ./run.sh =====
#!/bin/bash
# OpenROAD 26Q1-2900-gdf79404cd8, Yosys 0.63+post, stock flow scripts
make -C /OpenROAD-flow-scripts/flow DESIGN_CONFIG=/design/flow/config.mk WORK_HOME=/design/flow/orfs finish

==> flow_results.xml <==
<?xml version="1.0" encoding="UTF-8"?>
<metrics>
  <group name="final_layout">
    <metric name="fin_cells" unit="">723</metric>
    <metric name="syn_to_final_growth" unit="%">16.6</metric>
    <metric name="post-route-cell-area" unit="µm²">6720</metric>
    <metric name="drive_gt1_frac" unit="">0.118</metric>
    <metric name="finalCoreUtilization" unit="">0.481</metric>
    <metric name="final.fill_count" unit="">1236</metric>
  </group>
  <group name="place">
    <metric name="place_ws" unit="ns">5.68</metric>
    <metric name="postPlaceCellArea" unit="µm²">6380</metric>
    <metric name="port-buffer-count" unit="">38</metric>
    <metric name="dpl.cell_count" unit="">707</metric>
    <metric name="detailed_place_hpwl" unit="mm">7.12</metric>
    <metric name="place.gp.congestion" unit="">0.880</metric>
  </group>
  <group name="global_route">
    <metric name="grt_use_total" unit="">0.152</metric>
    <metric name="antenna_found_initial" unit="">0</metric>
    <metric name="grt_overflow" unit="">0</metric>
    <metric name="grt_start_max_net_pins" unit="">61</metric>
    <metric name="grt_first_pass_wirelength" unit="mm">17.1</metric>
    <metric name="first_global_vias" unit="">3635</metric>
  </group>
  <group name="floorplan">
    <metric name="chip_area" unit="µm²">14900</metric>
    <metric name="core_region_area" unit="µm²">14000</metric>
    <metric name="die_h" unit="µm">122</metric>
    <metric name="floorplanUtilization" unit="">0.412</metric>
    <metric name="floorplan.die.width" unit="µm">122</metric>
    <metric name="io_pins" unit="">39</metric>
    <metric name="row_count" unit="">43</metric>
  </group>
  <group name="sta">
    <metric name="setup_viol" unit="">0</metric>
    <metric name="timing.setup.tns" unit="ns">0</metric>
    <metric name="fmax" unit="MHz">217</metric>
    <metric name="finalWorstSetupSlack" unit="ns">5.70</metric>
    <metric name="timing.final.max_slew_violations" unit="">0</metric>
    <metric name="report.final.hold_viol_count" unit="">0</metric>
    <metric name="final_worst_hold_slack" unit="ns">0.372</metric>
    <metric name="clock_skew" unit="ns">0.00851</metric>
    <metric name="min_period_over_period" unit="">0.447</metric>
    <metric name="grt_setup_unrepaired" unit="">false</metric>
    <metric name="max_slew.worst_pin.slew" unit="ns">0.749</metric>
    <metric name="max-slew-margin-rel" unit="">0.501</metric>
    <metric name="final.min_clock_period" unit="ns">4.60</metric>
  </group>
  <group name="logic_synthesis">
    <metric name="async_flop_share" unit="">1.00</metric>
    <metric name="synth-area-yosys" unit="µm²">5770</metric>
    <metric name="postSynthCellCount" unit="">490</metric>
    <metric name="post-synth-top-count-cell" unit="">dfrtp_1</metric>
    <metric name="synth_largest_type_area_fraction" unit="">0.425</metric>
    <metric name="post_synth_top_cells" unit="">98 x dfrtp_1, 79 x inv_1, 64 x ha_1, 30 x fa_1, 30 x mux2_2</metric>
    <metric name="netlist-cell-type-count" unit="">46</metric>
    <metric name="seq_area_frac_synth" unit="">0.434</metric>
    <metric name="synth.yosys.warnings" unit="">2</metric>
    <metric name="synthFlopType" unit="">dfrtp_1</metric>
    <metric name="synth.top_cells.by_area" unit="">dfrtp_1 43%, ha_1 14%, fa_1 10%</metric>
    <metric name="synth-seq-cells" unit="">100</metric>
    <metric name="synthesized_area_per_cell" unit="µm²">11.8</metric>
    <metric name="netlist_area_before_placement" unit="µm²">5770</metric>
    <metric name="edf_count" unit="">0</metric>
    <metric name="yosysCellCount" unit="">490</metric>
    <metric name="netlist.top_cell.by_area" unit="">dfrtp_1</metric>
  </group>
  <group name="clock_tree">
    <metric name="hold_buffers" unit="">0</metric>
    <metric name="numClockSinks" unit="">100</metric>
    <metric name="ctsRootBufferMaster" unit="">clkbuf_16</metric>
    <metric name="cts-buffers-inserted" unit="">9</metric>
    <metric name="clock.latency.late_pin" unit="ns">0.35</metric>
    <metric name="cts_tree" unit="">yes</metric>
    <metric name="number_of_instances_resized_during_post_cts_repair" unit="">0</metric>
    <metric name="post_cts_setup_driven_buffer_insertion_count" unit="">0</metric>
    <metric name="clkTransAtPathRegs" unit="ns">0.07</metric>
    <metric name="clockBufferDepth" unit="">2</metric>
    <metric name="cts-htree-levels" unit="">3</metric>
  </group>
  <group name="status">
    <metric name="outcome" unit="">complete, no violations</metric>
  </group>
  <group name="routing">
    <metric name="route.detailed.wl_per_inst" unit="µm">13.3</metric>
    <metric name="routed-via-count" unit="">3463</metric>
    <metric name="viasPerCell" unit="">4.79</metric>
    <metric name="num_antenna_cells" unit="">0</metric>
    <metric name="finalWirelength" unit="mm">9.60</metric>
    <metric name="detail-route-antenna-nets" unit="">0</metric>
    <metric name="drc" unit="">0</metric>
    <metric name="first_pass_iters" unit="">5</metric>
    <metric name="drtIter0Drc" unit="">134</metric>
  </group>
  <group name="critical_path">
    <metric name="largest_fanout_of_any_net_on_the_critical_path" unit="">15</metric>
    <metric name="required" unit="ns">10.53</metric>
    <metric name="critical_path.startpoint_type" unit="">flop</metric>
    <metric name="critical_path_endpoint_category" unit="">flop</metric>
    <metric name="worst-endpoint-arrival" unit="ns">4.83</metric>
    <metric name="worst-setup-path-type" unit="">flop to flop</metric>
  </group>
  <group name="run">
    <metric name="max_cap_viol_count" unit="">0</metric>
    <metric name="openroad.warnings" unit="">25</metric>
  </group>
  <group name="min_path">
    <metric name="min-delay-path-class" unit="">flop to flop</metric>
  </group>
</metrics>
## metal layers
metal	track usage	part of all wire
met1	0.251	0.51
met2	0.219	0.44
met3	0.0367	0.041
met4	0.0191	0.014
met5	0	0
## logic make-up (layout without fill, tap and decap cells)
kind of cell | after synthesis | count (layout) | share of synthesized area
DFF | 100 | 100 | 0.434
adders and majority gates | 94 | 94 | 0.243
AOI/OAI and AO/OA | 83 | 83 | 0.102
buffers and inverters | 83 | 136 | 0.0540
and+or+nand+nor | 67 | 67 | 0.0568
muxes | 34 | 34 | 0.0657
xor gates and xnor gates | 29 | 29 | 0.0440
## layout make-up
class | count | area [µm²] | area share
clock buffers | 10 | 229 | 0.0341
clock inverters | 6 | 113 | 0.0168
inverters | 79 | 297 | 0.0441
multi-input cells | 307 | 2950 | 0.439
flip-flops and latches | 100 | 2500 | 0.373
well taps | 180 | 225 | 0.0335
repair buffers | 41 | 400 | 0.0596
## path summary, 6_finish.rpt
path | startpoint | endpoint | slack (ns) | depth (start not counted)
max | iLft.add_q[0] | iLft.add_q[14] | 5.70 | 17
min | rght_reg[13] | iRght.duty_q[13] | 0.37 | 0
max reg2reg | iLft.add_q[0] | iLft.add_q[14] | 5.70 | 17
min reg2reg | rght_reg[13] | iRght.duty_q[13] | 0.37 | 0
max in group asynchronous | rst_n | iRght.PDM_n | 7.53 | 2
min in group asynchronous | rst_n | iLft.add_q[4] | 1.77 | 1
## worst max-delay path: stages, from the launching register on
cell and delay (ns):
dfrtp_1 0.39, ha_1 0.30, nand2b_4 0.13, a2111o_1 0.42, a211oi_2 0.25, o31ai_2 0.11
a21oi_4 0.19, inv_1 0.36, fa_1 0.65, inv_1 0.06, fa_1 0.45, nor2b_1 0.12
o21ai_0 0.10, a21oi_1 0.22, o211ai_1 0.13, a31oi_1 0.30, mux2i_1 0.23, nand3_1 0.08
## cell usage in the layout (no fill, tap or decap), types with 2 or more instances in the layout
cell type	instances
mux2_2	30
a2111o_1	2
buf_4	4
xor2_1	11
o21a_1	4
mux2i_1	3
nor4_1	3
a21o_1	7
clkbuf_16	9
nand4_1	4
nand2b_1	3
nand3_1	5
o21ai_0	10
ha_1	64
o211ai_1	4
a2111oi_2	2
inv_1	79
clkinvlp_4	3
xnor2_1	18
a211oi_2	2
dfstp_2	2
nor2b_1	3
a211oi_1	6
dfrtp_1	98
bufinv_16	3
fa_1	30
o21bai_1	2
o21ai_1	6
clkdlybuf4s50_1	37
nand2_1	15
a21oi_1	21
and3_1	2
nor2_1	22
a31oi_1	7
nor3_1	5
