**./run.sh**
```bash
#!/bin/bash
# OpenROAD 26Q1-2900-gdf79404cd8, Yosys 0.63+post, stock flow scripts
make -C /OpenROAD-flow-scripts/flow DESIGN_CONFIG=/design/flow/config.mk WORK_HOME=/design/flow/orfs finish
```
**./config.mk**
```make
export PLATFORM = sky130hd
export DESIGN_NAME = sine_wave_gen
export DESIGN_NICKNAME = sine_wave_gen
export VERILOG_FILES = /design/flow/design.v
export SDC_FILE = /design/flow/constraint.sdc
export NUM_CORES = 4
export LEC_CHECK = 1
export CORE_UTILIZATION = 30
```
**./constraint.sdc**
```tcl
current_design sine_wave_gen

set clk_period 8.4
set clk_io_pct 0.2

create_clock -name clk0 -period $clk_period [get_ports {clk}]

set non_clock_inputs [all_inputs -no_clocks]
set_input_delay [expr $clk_period * $clk_io_pct] -clock clk0 $non_clock_inputs
set_output_delay [expr $clk_period * $clk_io_pct] -clock clk0 [all_outputs]
```
**./design.v**
```verilog
module sine_wave_gen(clk,data_out);
    input clk;
    output logic [15:0] data_out;
    reg [15:0] sine [0:29];
    integer i;  
    initial begin
        i = 0;
        sine[0] = 0;
        sine[1] = 16;
        sine[2] = 31;
        sine[3] = 45;
        sine[4] = 58;
        sine[5] = 67;
        sine[6] = 74;
        sine[7] = 77;
        sine[8] = 77;
        sine[9] = 74;
        sine[10] = 67;
        sine[11] = 58;
        sine[12] = 45;
        sine[13] = 31;
        sine[14] = 16;
        sine[15] = 0;
        sine[16] = -16;
        sine[17] = -31;
        sine[18] = -45;
        sine[19] = -58;
        sine[20] = -67;
        sine[21] = -74;
        sine[22] = -77;
        sine[23] = -77;
        sine[24] = -74;
        sine[25] = -67;
        sine[26] = -58;
        sine[27] = -45;
        sine[28] = -31;
        sine[29] = -16;
    end
    	always@ (posedge clk) begin
        	data_out = sine[i];
        	i = i+ 1;
        	if(i == 29)
        	    i = 0;
    	end
endmodule
```
==> results.json <==
{
  "place_inst": 387,
  "syn-mean-instance-area_um2": 8.224,
  "r2r_slack_ns": 5.22,
  "synthCells": 295,
  "insertedDiodeCount": 0,
  "reg2reg_depth": 8,
  "cts_hold_buffers": 0,
  "synth_flops": 40,
  "tool_warnings": 31,
  "grt_pass1_wl_um": 8286,
  "route.detailed.drc": 0,
  "pwr-share-clk_pct": 46.2,
  "cts.sinks": 40,
  "cts_htree_levels": 2,
  "cp_max_fo": 13,
  "peakVddDrop_mv": 0.05206,
  "antenna_found_initial": 0,
  "hold_path.class": "register to register",
  "synth-adder-area-share_pct": 4.642,
  "status": "finished clean",
  "grt_pass1_vias": 1747,
  "cts_resized": 0,
  "synth_cell_types": 51,
  "fin_tns_setup_ns": 0,
  "p_int_uw": 279.0,
  "rows": 32,
  "arrival_ns": 3.36,
  "ys_sh_aoi_pct": 13.87,
  "power_density_nw_per_um2": 131.6,
  "fin_skew_ns": 0.01128,
  "yosysCellCount": 295,
  "p_leak_nw": 0.9923,
  "fmax_ghz": 0.3149,
  "path_clk_slew_ns": 0.09,
  "first_pass_iters": 4,
  "reg2reg_to": "i[2]",
  "drv_cap": 0,
  "p_switching_uw": 73.16,
  "drive_gt1_share_pct": 6.826,
  "io_pins": 17,
  "wirelength_um": 4985,
  "fin_crit_sh_pct": 37.81,
  "setup_violations": 0,
  "finalWorstPathRequiredPeriod_ns": 3.176,
  "post_cts_buffers": 0,
  "yosysChipArea_um2": 2426,
  "mappedNetlistArea_um2": 2426,
  "instances_no_fill": 395,
  "critical_path_required_ns": 8.59,
  "vias_per_cell": 5.180,
  "rsz0062_at_grt": "no",
  "hpwlAfterDp_um": 3587,
  "grt-ovfl-total": 0,
  "simple_gate_share_pct": 30.74,
  "cts_inserted_buffers": 5,
  "fp.dieH_um": 91.93,
  "port_buffers": 16,
  "place.gp.congestion": 0.8563,
  "place_ws_ns": 5.248,
  "vias": 2046,
  "async_reset_ff_share_pct": 0,
  "clk_latency_ns": 0.30,
  "dr.first_iter.drc_count": 74,
  "cts_tree": "yes",
  "root_buffer": "clkbuf_8",
  "yosys-top-cells-count": "dfxtp_1, nand2_1, nor2_1",
  "cts_buffer_depth": 2,
  "synthTopLogicFamily": "simple AND/OR/NAND/NOR gates",
  "final_area_um2": 2675,
  "power_frac_seq_pct": 53.8,
  "worstSetupEndpointType": "register",
  "crit_path_start": "i[0]",
  "syn_to_final_growth_pct": 10.26,
  "drt.antenna.violating_nets": 0,
  "finalHoldViolations": 0,
  "yosysTopAreaCellShare_pct": 33.01,
  "p_sw_share_pct": 20.78,
  "core_region_area_um2": 7767,
  "endpoint": "i[2]",
  "placed_cell_area_um2": 2560,
  "ys_seq_share_pct": 33.01,
  "track_usage_pct": 12.16,
  "die_w_um": 91.93,
  "maxSlewViolCount": 0,
  "area_leaders": "dfxtp_1, nand2_1, xnor2_1",
  "synth_warnings": 1,
  "startpoint_type": "register",
  "fill_cells": 807,
  "grt_max_degree": 31,
  "synthFlopType": "dfxtp_1",
  "max-slew-margin-rel_pct": 50.85,
  "initial_core_util_pct": 31.23,
  "muxShareOfSynthArea_pct": 1.341,
  "worst_slew_pin_slew_ns": 0.7362,
  "hold_slack_ns": 0.5032,
  "logic_area_um2": 1438,
  "xor_area_share_pct": 8.664,
  "reg2reg_from": "i[0]",
  "seqCellArea_um2": 800.8,
  "edf_count": 0,
  "post-route-worst-setup-slack_ns": 5.224,
  "yosysTopAreaCell": "dfxtp_1",
  "dieArea_um2": 8450,
  "synthMostInstantiatedCell": "dfxtp_1",
  "critPathKind": "register to register",
  "wl_per_cell_um": 12.62,
  "combPwrFrac_pct": 0
}
stage by stage:
step	power [mW]	util, %
2_1_floorplan	0.1939	-
3_3_place_gp	0.1939	32.96
3_5_place_dp	0.1939	32.96
4_1_cts	0.3569	34.44
5_1_grt	0.3647	34.44
6_report	0.3521	34.44
sequential cells by signal (all words and copies together), names as in the netlist:
signal,flops
i,32
data_out,8
cells by family (layout without fill, tap and decap cells):
family	count (synthesis)	in the layout
xor gates and xnor gates	24	24
AOI/OAI and AO/OA	50	50
and+or+nand+nor	135	135
buffers and inverters	34	32
DFF	40	40
adders and majority gates	9	9
muxes	3	3
layout make-up:
class | instances | area share [%]
clock buffer | 5 | 2.572
clock inverter | 3 | 1.731
inverter | 7 | 0.9822
multi-input combinational | 221 | 53.74
sequential | 40 | 29.93
tap | 102 | 4.771
timing repair buffer | 17 | 6.268
cells in the final DEF (no fill, tap or decap), drive strengths merged, types with 2 or more instances in the layout:
cell type       n
or3             3
nand2          31
nand3          12
a211oi          3
o21ai           7
nor3            8
dfxtp          40
ha              9
a21oi          13
a31oi           2
xor2           11
o31a            2
o311ai          3
or2             3
a311oi          3
xnor2          13
o211ai          3
clkbuf          5
clkdlybuf4s50  16
nor3b           4
nor2b           2
nor4            6
inv             7
o31ai           6
nand4          12
mux2            2
and4            3
and2            3
and3           14
nor2           23
or4             8
power by group through the flow:
stage         Clock [mW]  Sequential, mW  Combinational, mW
CTS                0.168           0.189        0.000000616
global route       0.175           0.189        0.000000616
finish             0.163           0.189        0.000000616
worst min-delay path by stage:
| stage | from | end | slack (ns) | depth (start not counted) |
|---|---|---|---|---|
| 4_1_cts | i[25] | i[25] | 0.50 | 2 |
| 5_1_grt | i[25] | i[25] | 0.53 | 2 |
| 6_report | i[25] | i[25] | 0.50 | 2 |
routing by layer:
layer	global-route usage, %	vias up	part of all wire (%)
met1	18.42	949	53
met2	19.09	40	43
li1	-	1055	-
met3	2.025	2	3.6
met5	0	-	0
met4	1.172	0	0.62
worst max-delay path, cell delays in order, from the launching register on:
cell	delay [ns]
dfxtp_1	0.59
ha_1	0.43
nand2_1	0.16
or3_1	0.55
o31a_1	0.35
nor3_1	0.22
o221ai_1	0.24
nor4b_4	0.44
nor2b_1	0.08
Power figures rest on the tool's default switching activity, not on a simulated workload.
